===== ./design.v =====
module ssd_display(in, e, dot);
	input [3:0] in;
	input dot;
	output [7:0] e;
	assign e[0] = (~in[3] & ~in[2] & ~in[1] & in[0]) | (~in[3] & in[2] & ~in[1] & ~in[0]) | (in[3] & ~in[2] & in[1] & in[0]) |(in[3] & in[2] & ~in[1] & in[0]);
	assign e[1] = (in[3] & in[1] & in[0]) |(in[3] & in[2] & in[1] ) |(in[3] & in[2] & ~in[0]) |(in[2] & in[1] & ~in[0]) |(~in[3] & in[2] & ~in[1] & in[0]);
	assign e[2] = (in[3] & in[2] & in[1] ) |(in[3] & in[2] & ~in[0]) |(~in[3] & ~in[2] & in[1] & ~in[0]);
	assign e[3] = (~in[3] & ~in[2] & ~in[1] & in[0]) |(~in[3] & in[2] & ~in[1] & ~in[0]) |(~in[3] & in[2] & in[1] & in[0]) |(in[3] & ~in[2] & in[1] & ~in[0]) |(in[3] & in[2] & in[1] & in[0]);
	assign e[4] = (~in[3] & ~in[2] & ~in[1] & in[0]) |(~in[3] & ~in[2] & in[1] & in[0]) |(~in[3] & in[2] & ~in[1] & ~in[0]) |(~in[3] & in[2] & ~in[1] & in[0]) |(~in[3] & in[2] & in[1] & in[0]) |(in[3] & ~in[2] & ~in[1] & in[0]);	
	assign e[5] = (~in[3] & ~in[2] & ~in[1] & in[0]) |(~in[3] & ~in[2] & in[1] & ~in[0]) |(~in[3] & ~in[2] & in[1] & in[0]) |(~in[3] & in[2] & in[1]& in[0]) |(in[3] & in[2] & ~in[1] & in[0]) ;
	assign e[6] = (~in[3] & ~in[2] & ~in[1] & ~in[0]) |(~in[3] & ~in[2] & ~in[1] & in[0]) |(~in[3] & in[2] & in[1] & in[0]) |(in[3] & in[2] & ~in[1] & ~in[0]) ;
	assign e[7] = ~dot;
endmodule

===== ./run.sh =====
#!/bin/bash
# OpenROAD 26Q1-2900-gdf79404cd8, Yosys 0.63+post, stock flow scripts
make -C /OpenROAD-flow-scripts/flow DESIGN_CONFIG=/design/flow/config.mk WORK_HOME=/design/flow/orfs finish

===== ./config.mk =====
export PLATFORM = sky130hd
export DESIGN_NAME = ssd_display
export DESIGN_NICKNAME = ssd_display
export VERILOG_FILES = /design/flow/design.v
export SDC_FILE = /design/flow/constraint.sdc
export NUM_CORES = 4
export LEC_CHECK = 1
export CORE_AREA = 10 10 70 70
export DIE_AREA = 0 0 80 80

===== ./constraint.sdc =====
current_design ssd_display

set clk_period 1.6
set clk_io_pct 0.2

create_clock -name clk0 -period $clk_period

set non_clock_inputs [all_inputs -no_clocks]
set_input_delay [expr $clk_period * $clk_io_pct] -clock clk0 $non_clock_inputs
set_output_delay [expr $clk_period * $clk_io_pct] -clock clk0 [all_outputs]

==> flow_summary_export.csv <==
group,metric,value,unit
setup_path,slowest_stage,"a221o_1",
synthesis,ys_seq_frac,0,
final_layout,design.seq.count,0,
final_timing,finalClockPeriodUsage,0.964,
placement,place_congestion,0.671,
setup_path,worstPathMaxFanout,10,
min_path,hold_start,"in[3]",
global_routing,met1_usage,0.0363,
setup_path,path_class,"in -> out",
pwr,cellLeakagePower,0.203,nW
placement,place_hpwl,734,µm
min_path,hp-class,"in -> out",
detailed_routing,finalWirelength,878,µm
floorplanning,die_area,6400,µm²
setup_path,path_delay_family,"buffers and inverters",
setup_path,cp.depth,5,
detailed_routing,wire_per_inst,8.96,µm
final_timing,max_slew_margin,0.876,
synthesis,synth_cell_types,22,
synthesis,syn_inst,35,
synthesis,ys_top_cells_by_count,"5 x nand2_1, 3 x nand2b_1, 3 x nor2_1",
detailed_routing,dr.pass1.iters,2,
synthesis,synth_top_area_share,0.0867,
floorplanning,fp.dieH,80,µm
pwr,peakVddDrop,0.0000329,V
placement,io_buffer_count,13,
detailed_routing,diodes,0,
detailed_routing,routed_via_density,3.08,
final_layout,post-route-util,0.131,
setup_path,crit_arrival,1.22,ns
final_timing,finalCriticalPeriod,1.54,ns
final_timing,worst-slew-pin-transition,0.187,ns
detailed_routing,ant_nets,0,
global_routing,track_usage,0.0268,
global_routing,antenna_found_initial,0,
setup_path,startpoint_type,"input pin",
synthesis,synth_area,216,µm²
floorplanning,rows,21,
job,max_cap_viol_count,0,
final_layout,drive_gt1_frac,0.365,
setup_path,critPathMaxStageDelay,0.25,ns
setup_path,worstPathRequired,1.28,ns
global_routing,grt_first_pass_wirelength,1440,µm
floorplanning,coreArea,3420,µm²
floorplanning,io_pins,13,
detailed_routing,first_iter_violations,17,
detailed_routing,vias,302,
synthesis,area_leaders,"nand2_1 8.7%, nand2b_1 8.7%, nor2b_2 8.1%",
min_path,holdPathStages,3,
synthesis,yosysTopAreaCell,"nand2_1",
pwr,power.density,236,nW/µm²
synthesis,top_cell,"nand2_1",
floorplanning,floorplan.core_util,0.0634,
global_routing,grtUsageMet3,0.00455,
final_timing,clock.fmax,0.648,GHz
synthesis,ys_warn_count,0,
global_routing,grt_max_degree,11,
final_timing,rsz0062_at_grt,"false",
final_layout,clockBufferCount,0,
global_routing,grt_overflow,0,
setup_path,crit_buf_inv,3,
setup_path,crit_chain,"buf_4, and3b_1, buf_4, a221o_1, clkdlybuf4s15_1",
global_routing,grt_pass1_vias,301,
synthesis,syn_avg_cell_area,6.18,µm²
final_timing,whs,1.11,ns
global_routing,gr-usage-met2,0.0457,
synthesis,synth_stat.cells,35,
setup_path,endpoint_kind,"primary output",
global_routing,grt-busiest-layer,"met2",
cts,cts_hold_buf,0,
min_path,holdPathEnd,"e[5]",
setup_path,cpMostUsedCell,"buf_4",
final_timing,hold_viol,0,
final_layout,area_growth,107,%
status,status,"finished, final reports clean",
job,warnings,32,
floorplanning,die-width,80,µm
detailed_routing,drc,0,
final_timing,setup_viol,0,
final_layout,area.sequential,0,µm²
final_timing,slew_viol_final,0,
synthesis,yosys_area,216,µm²
through the flow:
stage	std cells	worst slack, ns	instance area [µm²]	setup TNS (ns)	total power, mW
2_1_floorplan	35	0.382	216	0	0.0470
3_3_place_gp	97	-0.674	428	-4.29	0.110
3_5_place_dp	97	-0.664	428	-4.27	0.110
4_1_cts	98	0.0200	443	0	0.107
5_1_grt	98	0.00240	448	0	0.117
6_report	98	0.0571	448	0	0.106
layout make-up:
| class | instances | area [µm²] |
|---|---|---|
| timing repair buffer | 21 | 183 |
| tap | 46 | 57.6 |
| fill | 406 | 2970 |
| multi-input combinational | 29 | 200 |
| inverter | 2 | 7.51 |
how the worst max path moves through the flow:
| stage | slack (ns) | startpoint | to |
|---|---|---|---|
| 6_report | 0.06 | in[3] | e[1] |
| 5_1_grt | 0.002 | dot | e[7] |
| 4_1_cts | 0.02 | in[3] | e[6] |
layer usage:
metal | vias up | routed length, µm
met5 | - | 0
met4 | 0 | 0
met3 | 0 | 41
met2 | 8 | 400
met1 | 136 | 436
li1 | 158 | -
tightest hold or removal path: stages:
cell,delay (ns)
buf_4,0.14
o21ai_1,0.08
dlygate4sd2_1,0.24
timing repair:
action | in CTS | in global routing
pin swaps | 3 | 1
setup endpoints to repair | 7 | 2
hold endpoints to repair | 0 | 0
gates resized | 34 | 2
buffers inserted | 1 | 0
cell families after synthesis:
group                  count (synthesis)  synth area share
XOR/XNOR                               1            0.0405
buffers and inverters                  6             0.168
AND/OR/NAND/NOR                       18             0.445
AND-OR/OR-AND                         10             0.347
cell usage in the layout, fill, tap and decap left out:
| cell | synthesis | layout |
|---|---|---|
| buf_2 | 2 | 1 |
| nor2_2 | 0 | 2 |
| o22ai_2 | 1 | 1 |
| a21oi_1 | 1 | 1 |
| dlygate4sd2_1 | 0 | 5 |
| and3b_1 | 1 | 1 |
| o32ai_2 | 0 | 1 |
| a221o_1 | 1 | 1 |
| a31o_1 | 1 | 1 |
| nand3_1 | 2 | 2 |
| nand2_1 | 5 | 5 |
| buf_4 | 1 | 8 |
| buf_6 | 1 | 3 |
| nand2b_1 | 3 | 2 |
| nor2_1 | 3 | 1 |
| clkdlybuf4s15_1 | 0 | 2 |
| o21ai_1 | 2 | 2 |
| nand2b_4 | 0 | 1 |
| xnor2_1 | 1 | 1 |
| a21o_1 | 1 | 1 |
| nor2b_2 | 2 | 2 |
| nor3_1 | 1 | 1 |
| nor2b_1 | 1 | 1 |
| inv_1 | 2 | 2 |
| o22ai_1 | 1 | 1 |
| clkdlybuf4s50_1 | 0 | 2 |
| a31oi_1 | 1 | 1 |
report_power, final:
group          leakage [nW]  switching, mW  internal [mW]
clock                     0              0              0
sequential                0              0              0
combinational         0.203         0.0428         0.0628
total                 0.203         0.0428         0.0628
No activity file was given, so power comes from the tool's default toggle rates.
