<file path="./run.sh">
#!/bin/bash
# OpenROAD 26Q1-2900-gdf79404cd8, Yosys 0.63+post, stock flow scripts
make -C /OpenROAD-flow-scripts/flow DESIGN_CONFIG=/design/flow/config.mk WORK_HOME=/design/flow/orfs finish
</file>
<file path="./config.mk">
export PLATFORM = sky130hd
export DESIGN_NAME = VGAController
export DESIGN_NICKNAME = VGAController
export VERILOG_FILES = /design/flow/design.v
export SDC_FILE = /design/flow/constraint.sdc
export NUM_CORES = 4
export LEC_CHECK = 1
export CORE_AREA = 10 10 95 95
export DIE_AREA = 0 0 105 105
</file>
<file path="./constraint.sdc">
current_design VGAController

set clk_period 3.8
set clk_io_pct 0.2

create_clock -name clk0 -period $clk_period [get_ports {vga_clk}]

set non_clock_inputs [all_inputs -no_clocks]
set_input_delay [expr $clk_period * $clk_io_pct] -clock clk0 $non_clock_inputs
set_output_delay [expr $clk_period * $clk_io_pct] -clock clk0 [all_outputs]
</file>
<file path="./design.v">
module VGAController(vga_clk, hs_out, vs_out, vga_r, vga_g, vga_b);
input vga_clk;
logic [9:0] hsp, vsp;
logic disparea;
output logic hs_out, vs_out;
output logic [3:0] vga_r, vga_g, vga_b;
logic [23:0] bgr_data;
VHSYNC vh1(vga_clk,hsp,vsp,disparea, hs_out, vs_out);
always_ff @(posedge vga_clk)
begin
	if (disparea == 1'b0)
	begin
		vga_r <= 4'b1111;
		vga_g <= 4'b0;
		vga_b <= 4'b0;
	end
end
endmodule
module VHSYNC (clk,hsp,vsp,disparea,hsync, vsync);
input clk;
output reg [9:0] hsp;  
output reg [9:0] vsp;  
output reg disparea ;  
output hsync;
output vsync;
reg vga_H;
reg vga_V;
wire counterXmax = (hsp == 800);
wire counterYmax = (vsp == 525);
always @(posedge clk)
if (counterXmax)
hsp <=0;
else
hsp <= hsp + 1;
always @(posedge clk)
begin
if(counterXmax)
begin
if (counterYmax)
vsp <= 0;
else
vsp <= vsp +1;
end 
end
always @(posedge clk)
begin
vga_H <= (hsp > (640 + 16) && (hsp < (640 + 16 + 96)));
vga_V <= (vsp > (480 + 10) && (vsp < (480 + 10 + 2)));
end 
always @(posedge clk)
begin
disparea <= (hsp < 640) && (vsp < 480);
end 
assign hsync = ~vga_H;
assign vsync = ~vga_V;
endmodule
</file>
==> Slide: Implementation Results <==
Run Summary

Logic synthesis
  • Syn Area/Cell: 9.90 um^2
  • Top cell type by total area after synthesis: edfxtp_1
  • Sequential area share after synthesis: 47.1%
  • Area of the mapped netlist: 1150 um^2
  • Total number of yosys warnings: 2
  • Top-area cell share: 26.1%
  • Synth area leaders: edfxtp_1 (26%), dfxtp_1 (21%), buf_4 (7.8%)
  • Distinct cell type count after synthesis: 26
  • Count of mapped cells out of synthesis: 116
  • Area of the synthesized netlist per yosys stat: 1150 um^2
  • Count of instantiated cells in the yosys netlist: 116
  • Flops out of synthesis: 22

Power
  • Sw Share: 17.1%
  • Combinational power share: 0.2%
  • Switch Pwr: 69.7 uW
  • Power per standard cell area: 313 nW/um^2
  • Portion of total power attributed to sequential cells: 60.2%
  • Internal power: 337 uW
  • Maximum VDD drop: 0.175 mV
  • Reported leakage power: 0.000512 uW
  • Clock share of power: 39.6%

Route
  • Diodes inserted: 0
  • Routed WL: 1740 um
  • Drt via density: 3.41
  • Count of antenna-violating nets left after detailed routing: 0
  • DR WL/cell: 8.00 um
  • Number of optimization iterations in the first detailed-route pass: 2
  • Final routed DRC violation total: 0
  • Detailed-route via count: 739
  • Violation count after the first detailed-routing iteration: 36

Hold path
  • Worst Min Path Start: vh1.hsp[0]$_SDFF_PN0_
  • End of the worst hold path: vh1.hsp[0]$_SDFF_PN0_
  • Classification of the worst-slack hold path: flip-flop to flip-flop
  • Count of cells along the worst hold path: 1

Critical path
  • Crit-path max FO: 9
  • Cell breakdown of the critical path: inv_1 > ha_1 > or3b_4 > nor4_4 > buf_4
  • Crit path required time: 3770 ps
  • Buffers plus inverters on the worst setup path: 2
  • Startpoint-to-endpoint class of the critical path: flip-flop to flip-flop
  • Worst Path Arrival: 1920 ps
  • Cell class contributing the biggest share of worst-path delay: simple AND/OR/NAND/NOR gates
  • Flop-to-flop setup slack: 1850 ps
  • Critical Path Slowest Stage Cell: nor4_4
  • Critical Path Max Stage Delay: 460 ps
  • End of the worst register-to-register path: vh1.vsp[8]$_SDFFCE_PN0N_
  • Startpoint of the most critical register-to-register path: vh1.hsp[0]$_SDFF_PN0_
  • Count of cells along the worst register-to-register path: 5
  • Kind of launch point of the worst setup path: flip-flop
  • Kind of capture point of the worst setup path: flip-flop

Clock network
  • Buffer type at the clock tree root: clkbuf_8
  • Latest clock arrival within the worst-skew pair: 250 ps
  • Clock Pin Slew Worst Setup and Hold Paths: 70 ps
  • Number of buffers inserted for hold repair after clock tree synthesis: 0
  • Max H-tree Level: 1
  • Number of clock sinks: 22
  • TritonCTS clock tree: yes
  • Count of cells resized by post-cts repair: 0
  • Number of buffers created by CTS: 3
  • Count of buffers added by post-CTS timing repair for setup: 0
  • Deepest clock path buffer count: 2

Finish
  • Proportion of layout cells with a drive suffix above 1: 6.61%
  • Utilization of the core after routing: 18.8%
  • Synthesis-to-layout area growth: 13.1%
  • Multi-input logic area: 526 um^2
  • FF/Latch Area: 541 um^2
  • Non-filler instance count after layout: 217
  • # fillers: 772

Timing
  • Slew HR: 66.7%
  • Highest clock frequency the design can meet: 513 MHz
  • Setup repair after global routing missed its margin: false
  • Aggregate negative setup slack: 0 ps
  • Clock period minus worst slack: 1950 ps
  • Worst setup slack after layout: 1850 ps
  • Least-Margin Pin Slew: 496 ps
  • Setup violation total in the final timing report: 0
  • Max-slew violation count: 0
  • Share of the clock period used by the worst path after layout: 51.3%
  • Hold violation count in the final report: 0
  • Clock tree skew after final layout: 1.16 ps

Floorplan
  • Die x size: 105 um
  • Area of the core region: 6910 um^2
  • Vertical die dimension: 105 um
  • Cell Rows: 30
  • Count of pins on the block boundary: 15
  • Chip area: 11000 um^2
  • Pre-placement core utilization: 16.6%

Global routing
  • Number of global-route vias before repair: 779
  • GR Layer Usage met2: 5.16%
  • Busiest metal layer after global routing: met2
  • Pin count of the biggest net entering global routing: 13
  • Global-route track usage on met3: 1.12%
  • Overall routing resource usage: 3.18%
  • Total global routing overflow: 0
  • Global routing met1 resource utilization: 4.19%
  • Number of antenna violations at the first check in global routing: 0
  • Global-route wire length before repair: 3170 um

Run status
  • Run status: finished, final reports clean

Run
  • Max_cap viols: 0
  • Number of warning messages in the logs: 28

Placement
  • Gpl congestion: 0.814
  • Placed Cells: 213
  • Worst setup timing slack at the placement stage: 1850 ps
  • Count of buffers inserted at the top-level ports: 2
  • Estimated wirelength of the detail-placed design: 1320 um
-- stage by stage --
stage	total power, uW	area [um^2]	hold WS (ps)
after floorplan	259	1190	442
after global placement	252	1240	472
after detailed placement	251	1240	473
after CTS	416	1300	491
after global routing	426	1300	527
final	407	1300	489
-- registers in the layout (all words and copies together) (netlist names) --
signal	count
vh1.hsp	10
vh1.vsp	10
vh1.vga_H	1
vh1.vga_V	1
-- logic make-up (layout without fill, tap and decap cells) --
| group | count (synthesis) | count (layout) | share of synthesized area, % |
|---|---|---|---|
| AND/OR/NAND/NOR | 46 | 46 | 22.5 |
| adder cells (fa/ha/maj) | 5 | 5 | 5.45 |
| AND-OR/OR-AND | 9 | 9 | 4.68 |
| XOR/XNOR | 12 | 12 | 9.15 |
| buffers and inverters | 20 | 15 | 10.5 |
| other | 2 | 12 | 0.654 |
| flip-flops | 22 | 22 | 47.1 |
-- layout make-up --
type,instances,area share [%]
sequential,22,41.6
multi-input combinational,84,40.5
tap,96,9.25
clock buffer,4,4.24
inverter,8,2.31
timing repair buffer,3,2.12
-- power by group through the flow --
| stage | clock, uW | sequential, uW | combinational (uW) |
|---|---|---|---|
| 4_1_cts | 170 | 245 | 1.07 |
| 5_1_grt | 180 | 245 | 1.31 |
| 6_report | 161 | 245 | 0.624 |
-- per-layer routing --
metal	wire length (um)	part of all wire, %
met1	926	53
met2	740	43
met3	68	3.9
met4	0	0
met5	0	0
-- how the worst max path moves through the flow --
stage,start,end,cells after the start
final,vh1.hsp[0]$_SDFF_PN0_,vh1.vsp[8]$_SDFFCE_PN0N_,5
after global routing,vh1.hsp[0]$_SDFF_PN0_,vh1.vsp[7]$_SDFFCE_PN0N_,5
after CTS,vh1.hsp[0]$_SDFF_PN0_,vh1.vsp[7]$_SDFFCE_PN0N_,5
-- Yosys cell counts, drive strengths merged --
master,n
ha,5
o21ai,2
a21oi,4
dfxtp,12
nand2,7
xor2,8
nor2b,1
or3b,1
nor3,4
nand3,7
nand4,4
nor4,3
o31ai,2
edfxtp,10
a221oi,1
buf,12
conb,2
or3,2
nand4bb,1
nor2,13
or4,2
inv,8
xnor2,4
and4bb,1
-- cell usage in the layout, fill, tap and decap left out, types with 2 or more instances in the layout --
cell type and count:
nor4_1 2, conb_1 12, edfxtp_1 10, dfxtp_1 12, ha_1 5, o21ai_0 2
nor3_1 4, xor2_1 8, o31ai_1 2, or4_1 2, a21oi_1 4, nand4_1 4
nor2_1 13, nand2_1 7, nand3_1 7, clkbuf_8 4, xnor2_1 4, inv_1 8
clkdlybuf4s50_1 2
No activity file was given, so power comes from the tool's default toggle rates.
